==> /design/flow/design.v <==
`timescale 1ns / 1ps
module ALU( input logic [3:0] in1,  in2,  input logic [1:0]  select,  output logic [3:0]  Rel );
    logic [3:0] sum;
    logic [3:0]  sum2;
    logic [3:0]  cout;
    logic [3:0]  cout2;
    full_adder addbit0( in1[0],  in2[0],  0, sum[0],  cout[0] );
    full_adder addbit1( in1[1],  in2[1],  cout[0],  sum[1],  cout[1] );
    full_adder addbit2( in1[2],  in2[2],  cout[1],  sum[2],  cout[2] );
    full_adder addbit3( in1[3],  in2[3],  cout[2],  sum[3],  cout[3] );
    full_adder subtractbit0( in1[0],  ~in2[0],  1,  sum2[0],  cout2[0] );
    full_adder subtractbit1( in1[1],  ~in2[1],  cout2[0],  sum2[1],  cout2[1] );
    full_adder subtractbit2( in1[2],  ~in2[2],  cout2[1],  sum2[2],  cout2[2] );
    full_adder subtractbit3( in1[3],  ~in2[3],  cout2[2],  sum2[3],  cout2[3] );
    always_comb
        begin
            case( select )
            0: Rel = 0;
            1: Rel = sum;
            2: Rel = sum2;
            3: Rel = 0;
            endcase
        end
endmodule
`timescale 1ns / 1ps
module Control_Unit( input logic clk, reset, leftBtnDebounce, rightBtnDebounce, switch_Enable, input logic[11:0] switch,
output logic [3:0] D_addr, 
output logic D_rd , D_wr, 
output logic [2:0] RF_addr1 , RF_addr2 , RF_waddr, 
output logic [1:0] ALUSel,
 output logic isExternal , wr_en);
    logic cntr_load, IR_ld;
    logic [2:0] PC_out;
    logic [2:0] PC_index;
    logic [11:0] instructions;
    logic [11:0] IM_ins;
    logic [11:0] IR_ins;
    assign IR_ld = 1;
    PC pc_counter( clk, leftBtnDebounce, reset, PC_index );        
    Instruction_Memory rom( PC_index , IM_ins );
    IR insforim( clk, IR_ld , reset, switch_Enable , switch, IM_ins, instructions );
    Controller_sp  controller( switch_Enable , clk , reset , leftBtnDebounce , rightBtnDebounce , instructions ,
    D_rd , D_wr , isExternal , ALUSel , wr_en , D_addr , RF_addr1 , RF_addr2 , RF_waddr );
endmodule
`timescale 1ns / 1ps
module Controller_sp(input logic switch_Enable , clk , reset , debouncer_left_btn , debouncer_right_btn , input logic [11:0] instructions, 
output logic D_rd , D_wr , isExternal,
output logic [1:0] ALUSel , 
output logic wr_en , 
output logic [3:0] D_addr , 
output logic [2:0] RF_addr1 , RF_addr2 , RF_waddr );
    logic cntr_load;
    always_ff @( posedge clk, posedge reset )
    if ( reset )
    begin
        ALUSel <= 0;
        D_rd <= 0;
        D_wr <= 0;
        isExternal <= 0; 
        wr_en <= 0; 
        D_addr <= 0;
        RF_addr1 <= 0;
        RF_addr2 <= 0;
        RF_waddr <= 0;
        cntr_load <= 0;   
    end
    else 
    begin
        if((debouncer_right_btn & switch_Enable) | (debouncer_left_btn & ~switch_Enable))
        begin           
            case( instructions[11:9] )
            3'b000:
            begin    
                isExternal <= 1;
                D_rd <=  1;
                D_wr <=  0;
                wr_en <=  1;
                ALUSel <= 0;
                RF_waddr <= instructions[6:4];
                D_addr <=  instructions[3:0];
                case ( cntr_load )
                0:
                begin
                cntr_load <= 1;
                RF_addr1  <= instructions[6:4];
                end
                1:
                begin
                cntr_load <= 0;
                RF_addr2  <= instructions[6:4];
                end
                endcase                 
            end
            3'b001:
            begin       
                cntr_load <= 1;      
                isExternal <= 0;   
                D_rd <= 0;
                D_wr <= 1;
                ALUSel <= 0;
                wr_en <= 0; 
                D_addr <= instructions[3:0];
                RF_addr1 <= instructions[6:4];
                case ( cntr_load )
                0:
                begin
                cntr_load <= 1;
                RF_addr1 <= instructions[6:4];
                end
                1:
                begin
                cntr_load <= 0;
                RF_addr2 <= instructions[6:4];
                end
                endcase 
            end
            3'b101:
            begin
                isExternal <= 0;
                D_rd <= 0;
                D_wr <= 0;
                ALUSel <= 2'b01;
                wr_en <= 1;
                RF_waddr <= instructions[8:6];
                RF_addr1 <= instructions[2:0];
                RF_addr2 <= instructions[5:3];
            end    
            3'b110:
            begin
                isExternal <= 0; 
                D_rd <= 0;
                D_wr <= 0;
                ALUSel <= 2'b10;
                wr_en <= 1;
                RF_waddr <= instructions[8:6];
                RF_addr1 <= instructions[2:0];
                RF_addr2 <= instructions[5:3];     
            end
            endcase 
         end   
    end
endmodule 
`timescale 1ns / 1ps
module Data_Memory(input logic  D_rd , D_wr , clk , reset , input logic [3:0] D_addr , W_data , output logic [3:0] R_data); 
    logic [3:0] data_mem [15:0];
    always_ff @(posedge clk or posedge reset)
    begin
        if (reset)
        begin
          R_data <= 0;
          data_mem[0]  <=  4'h0;
          data_mem[1]  <=  4'h1;
          data_mem[2]  <=  4'h2;
          data_mem[3]  <=  4'h3;
          data_mem[4]  <=  4'h4;
          data_mem[5]  <=  4'h5;
          data_mem[6]  <=  4'h6;
          data_mem[7]  <=  4'h7;
          data_mem[8]  <=  4'h8;
          data_mem[9]  <=  4'h9;
          data_mem[10] <=  4'hA;
          data_mem[11] <=  4'hB;
          data_mem[12] <=  4'hC;
          data_mem[13] <=  4'hD;
          data_mem[14] <=  4'hE;
          data_mem[15] <=  4'hF;
        end
        else
        begin
           if (D_rd)
                R_data  <=  data_mem[D_addr];
           else if (D_wr)
                data_mem [D_addr]  <=  W_data;
        end
    end
endmodule
`timescale 1ns / 1ps
module debouncer(input logic clk, input logic btnL,output logic pulse);
    logic [24:0] timer;
    typedef enum logic [1:0]{S0,S1,S2,S3} states;
    states state, nextState;
    logic gotInput;
    always_ff@(posedge clk)
        begin    
            state <= nextState;
            if(gotInput)
                timer <= 25000000;
            else
                timer <= timer - 1;
        end
    always_comb
        case(state)
            S0: if(btnL) 
                begin  
                    nextState = S1;    
                    gotInput = 1;
                end
                else begin nextState = S0; gotInput = 0; end
            S1: begin nextState = S2; gotInput = 0; end
            S2: begin nextState = S3; gotInput = 0; end
            S3: begin if(timer == 0) nextState = S0; else nextState = S3; gotInput = 0; end
            default: begin nextState = S0; gotInput = 0; end
            endcase
    assign pulse = ( state == S1 );
endmodule
module Datapath ( input logic [3:0] Ext_Data, input logic [2:0]  Addr_Src1,  Addr_Src2,  Addr_Dest, input logic  isExternal,  clk,  push_Button,  reset , input logic [1:0] ALUSel, output [6:0]seg, 
  logic dp ,  output  [3:0] an ,   output logic  [3:0] rdd1);
    logic pulse_for_btn;
    logic [3:0] data;
    logic [3:0] Rel;
    logic [3:0] rdd2;
    mux_2_to_1 select_for_data( isExternal, Ext_Data, Rel, data );
    debouncer debounce( clk, push_Button, pulse_for_btn );
    Register_File register_file ( clk,  pulse_for_btn,  reset ,  Addr_Src1 ,  Addr_Src2 , Addr_Dest , data , rdd1 , rdd2 );
    ALU alu_operation ( rdd1 , rdd2 , ALUSel , Rel ); 
    SevenSegmentDisplay sevenSegment( clk , rdd1 , rdd2 , 0 , Rel , seg , dp , an );    
endmodule
`timescale 1ns / 1ps
module IR(input logic clk, ld, reset, switch_en, input logic [11:0] in1, in0,  output logic [11:0] result);
    always_ff @(posedge clk or posedge reset)
      if (reset)
        begin
        result <= 0;
        end
      else
         begin
         if (ld)
         begin
         case (switch_en)
         0: result <= in0;
         1: result <=  in1;
         endcase
         end
      end
endmodule
`timescale 1ns / 1ps
module Instruction_Memory( input logic [2:0] rda, output logic [11:0] rdd);
        always_comb
        case ( rda )
        0: rdd = 12'b000_00_001_0011;  
        1: rdd = 12'b000_00_000_0111;  
        2: rdd = 12'b101_011_000_001;  
        3: rdd = 12'b101_111_001_011;  
        4: rdd = 12'b110_100_000_011;  
        5: rdd = 12'b001_00_100_0101;  
        6: rdd = 12'b000_00_000_0101;  
        7: rdd = 12'b101_111_001_000;  
        endcase
endmodule 
`timescale 1ns / 1ps
module PC(input logic clk , ld , reset , output logic [2:0] result);
    always_ff @( posedge clk , posedge reset )
    if ( reset )
    begin
        result  <= 0;
    end      
    else if ( ld )
    begin
        result  <=  result + 1;
    end
endmodule
`timescale 1ns / 1ps
module Register_File(input logic  clk ,  wr_en , reset , input logic [2:0] rda1 , rda2 , wra , input logic  [3:0] wrd , output logic [3:0] rdd1 , rdd2);
    logic cntr_load;
    logic [3:0] data [7:0];
    always_ff @( posedge clk or posedge reset )
    begin
        if ( reset )
        begin
          data[0]  <= 0;
          data[1]  <= 0;
          data[2]  <= 0;
          data[3]  <= 0;
          data[4]  <= 0;
          data[5]  <= 0;
          data[6]  <= 0;
          data[7]  <= 0;
          cntr_load <= 0;
        end
        else
        begin
            if (wr_en)
                data[wra]  <=  wrd;
            rdd1  <=  data[rda1];
            rdd2  <=  data[rda2]; 
        end
    end
endmodule
`timescale 1ns / 1ps
module SevenSegmentDisplay(
    input clk, 
    input [3:0] in3, in2, in1, in0,
    output [6:0]seg, logic dp,
    output [3:0] an
    );
    localparam N = 18;
    logic [N-1:0] count = {N{1'b0}};
    always@ (posedge clk)
        count <= count + 1;
    logic [4:0]digit_val;
    logic [3:0]digit_en;
    always@ (*)
     begin
     digit_en = 4'b1111;
     digit_val = in0;
      case(count[N-1:N-2])
       2'b00 :   
        begin
         digit_val = {1'b0, in0};
         digit_en = 4'b1110;
        end
       2'b01:   
        begin
         digit_val = {1'b0, in1};
         digit_en = 4'b1101;
        end
       2'b10:   
        begin
         digit_val = {1'b0, in2};
         digit_en = 4'b1011;
        end
       2'b11:   
        begin
         digit_val = {1'b0, in3};
         digit_en = 4'b0111;
        end
      endcase
     end
    logic [6:0] sseg_LEDs; 
    always @(*)
     begin 
      sseg_LEDs = 7'b1111111;  
      case( digit_val)
       5'd0 : sseg_LEDs = 7'b1000000;  
       5'd1 : sseg_LEDs = 7'b1111001;  
       5'd2 : sseg_LEDs = 7'b0100100;  
       5'd3 : sseg_LEDs = 7'b0110000;  
       5'd4 : sseg_LEDs = 7'b0011001;  
       5'd5 : sseg_LEDs = 7'b0010010;  
       5'd6 : sseg_LEDs = 7'b0000010;  
       5'd7 : sseg_LEDs = 7'b1111000;  
       5'd8 : sseg_LEDs = 7'b0000000;  
       5'd9 : sseg_LEDs = 7'b0010000;  
       5'd10: sseg_LEDs = 7'b0001000;  
       5'd11: sseg_LEDs = 7'b0000011;  
       5'd12: sseg_LEDs = 7'b1000110;  
       5'd13: sseg_LEDs = 7'b0100001;  
       5'd14: sseg_LEDs = 7'b0000110;  
       5'd15: sseg_LEDs = 7'b0001110;  
       5'd16: sseg_LEDs = 7'b0110111;  
       default : sseg_LEDs = 7'b0111111;  
      endcase
    end
    assign an = digit_en;
    assign seg = sseg_LEDs; 
    assign dp = 1'b1;  
endmodule
`timescale 1ns / 1ps
module Simple_Processor(input logic clk, reset,  leftBtn , rightBtn , switchEn, [11:0] switch,
                          output [6:0] seg, logic dp , output [3:0] an);
    logic D_wr;
    logic D_rd;
    logic isExternal;
    logic wr_en;
    logic debouncer_left_btn;
    logic debouncer_right_btn;
    logic [1:0] ALUSel;
    logic [3:0] D_addr;
    logic [3:0] Data_mem_read;
    logic [3:0] rdd1;
    logic [2:0] RF_waddr;
    logic [2:0] RF_addr1;
    logic [2:0] RF_addr2;
    debouncer debbouncer_rom( clk , leftBtn , debouncer_left_btn );
    debouncer debouncer_switch( clk , rightBtn , debouncer_right_btn );
    Control_Unit control_unit_sp( clk , reset , debouncer_left_btn , debouncer_right_btn , switchEn , switch , D_addr , D_rd , D_wr , RF_addr1 , RF_addr2 , RF_waddr , ALUSel , isExternal , wr_en );    
    Data_Memory data_memory_sp( D_rd , D_wr , clk , reset , D_addr , rdd1 , Data_mem_read );                                                                                            
    Datapath datapath_sp( Data_mem_read , RF_addr1 , RF_addr2 , RF_waddr , isExternal , clk ,  wr_en , reset , ALUSel , seg , dp , an , rdd1);
endmodule
`timescale 1ns / 1ps
module full_adder( input logic a ,  b ,  cin ,  output logic  sum ,  cout );
    assign sum = a ^ b ^ cin;
    assign cout = (a & cin)|(b & cin)|(a & b) ;
endmodule
`timescale 1ns / 1ps
module mux_2_to_1(  input logic select, input logic [3:0] input1, input0,  output logic  [3:0]  result );
    assign  result  =  select  ?  input1  :  input0;
endmodule
==> /design/flow/run.sh <==
#!/bin/bash
# OpenROAD 26Q1-2900-gdf79404cd8, Yosys 0.63+post, stock flow scripts
make -C /OpenROAD-flow-scripts/flow DESIGN_CONFIG=/design/flow/config.mk WORK_HOME=/design/flow/orfs finish
==> /design/flow/config.mk <==
export PLATFORM = sky130hd
export DESIGN_NAME = Simple_Processor
export DESIGN_NICKNAME = Simple_Processor
export VERILOG_FILES = /design/flow/design.v
export SDC_FILE = /design/flow/constraint.sdc
export NUM_CORES = 4
export LEC_CHECK = 1
export CORE_UTILIZATION = 50
export SYNTH_HDL_FRONTEND = slang
==> /design/flow/constraint.sdc <==
current_design Simple_Processor

set clk_period 9.0
set clk_io_pct 0.2

create_clock -name clk0 -period $clk_period [get_ports {clk}]

set non_clock_inputs [all_inputs -no_clocks]
set_input_delay [expr $clk_period * $clk_io_pct] -clock clk0 $non_clock_inputs
set_output_delay [expr $clk_period * $clk_io_pct] -clock clk0 [all_outputs]
==> flow report <==
==================================================================================
Status                                                                   completed
Min-delay worst type                                                    reg -> reg
Worst Hold Margin                                                        0.4273 ns
Max_slew headroom                                                           40.57%
Detailed-route vias per instance                                             5.476
Hold buffer count at CTS                                                         0
Cycle use final                                                             67.00%
Most frequent logic cell in the layout                                     nand2_1
Reg2Reg Setup Slack                                                        6.19 ns
Critical path arrival                                                      4.23 ns
IR drop worst, VDD                                                       0.1340 mV
Synthesized registers                                                          241
Post-Route Utilization                                                      57.48%
Hold Fails Final Rpt                                                             0
First-pass detailed-route iteration total                                        4
Gates resized, CTS repair                                                        0
Vias after detailed routing                                                   7683
Kind of end point of the critical path                                  output pin
R2r worst-path depth                                                             9
Global-route wire length before repair                                    38240 um
# setup viols final                                                              0
Beginning of the critical path                                        datapath_sp.register_file.rdd1[0]
Crit Reg-Reg Startpoint                                               datapath_sp.register_file.rdd1[0]
Slowest Stage Delay on Critical Path                                       0.53 ns
Mean instance size in the synthesized netlist                           10.70 um^2
Most frequent CP cell                                                        inv_1
Logic area                                                               5584 um^2
Filler Cells Inserted                                                         1886
Post-DP HPWL                                                              15230 um
Reg2Reg Capture Point                                                 datapath_sp.register_file.data[14]
Cell with the largest stage delay on the worst path                          or4_1
Number of nets with antenna violations after routing                             0
Startpoint class of the critical path                                    flip-flop
Stage-log warning count                                                         37
Transition at the pin with the smallest max-transition slack             0.8833 ns
Final routed DRC violation total                                                 0
Max-slew violation count                                                         0
Post-synth ARST share                                                       55.60%
Req. time, crit path                                                       7.20 ns
Maximum number of pins on one net before global-route repair                    62
GP Congestion                                                               0.8370
Standard-cell rows                                                              55
Power after layout                                                      0.002819 W
Number of max-cap violations                                                     0
Die span in y                                                             153.6 um
Critical setup path kind                                                reg -> out
Number of instances in the synthesized netlist                                1074
Core Box Area                                                           22570 um^2
Clk slew on worst S/H paths                                                0.06 ns
Overall chip area                                                       23600 um^2
Total negative slack                                                          0 ns
Register area                                                            5617 um^2
Tot GR Track Use                                                            20.90%
Power density over the cells                                          217.2 nW/um^2
Highest clock rate                                                      0.1658 GHz
Diodes inserted                                                                  0
Yosys Warn Count                                                                 0
TritonCTS clock tree                                                          done
Final global-route overflow total                                                0
Maximum count of clock buffers along a single path                               3
Clock latency of the later-clocked register in the worst-skew pair         0.53 ns
Fin Clk Skew                                                           0.009229 ns
Unrepaired setup endpoints after global routing                              false
Period minus WS final                                                     6.030 ns
Signed area change from the synthesized netlist to the final layout         12.89%
Initial antenna violation count                                                  0
Leakage Power                                                             5.184 nW
Count of pins on the block boundary                                             29
Library cells used by synthesis                                                 69
Count of flip-flops with a built-in enable after synthesis                       8
Fraction of layout instances using a drive strength above 1                 18.60%
Total cell area reported by yosys after synthesis                       11490 um^2
Starting DRC count in detailed routing                                         308
Yosys cell count                                                              1074
Critical-path maximum fanout                                                    12
Number of global-route vias before repair                                     7500
Main flop type                                                             dfrtp_1
H-tree depth reported by CTS                                                     1
Initial core utilization                                                    50.92%
Ordered cell list for the critical path                               inv_1, ha_1, fa_1, inv_1, a221oi_1, o32a_1, inv_1, ha_1, or4_1, a2bb2oi_1, a211oi_1, clkdlybuf4s50_1
Clock Sinks                                                                    241
Total standard cell area after synthesis                                11490 um^2
Aggregate routed wire length                                              22310 um
Width of the chip                                                         153.6 um
Timing endpoint of the critical path                                        seg[0]
Number of I/O port buffers                                                      27
Post-synth seq share                                                        48.87%
Number of clock buffers inserted by TritonCTS                                   27
Commonest non-fill, non-tap cells in the layout                       nand2_1 (129), dfrtp_1 (101), dfxtp_1 (99)
Wirelength per Cell                                                       15.90 um
Post-CTS Repair Setup Buffers                                                    0
Cell chosen for the clock root                                           clkbuf_16
==================================================================================
==> worst min path at each step <==
stage                                startpoint                                end  depth (start not counted)
global route  datapath_sp.sevenSegment.count[0]  datapath_sp.sevenSegment.count[0]                          1
finish        datapath_sp.sevenSegment.count[0]  datapath_sp.sevenSegment.count[0]                          1
CTS           datapath_sp.sevenSegment.count[0]  datapath_sp.sevenSegment.count[0]                          1
==> sequential cells by signal, summed over array words and instances (netlist names), 2 cells and up <==
signal,cells
datapath_sp.sevenSegment.count,18
control_unit_sp.pc_counter.result,3
data_memory_sp.data_mem,64
control_unit_sp.controller.RF_addr2,3
datapath_sp.register_file.rdd1,4
data_memory_sp.R_data,4
debouncer_switch.timer,25
debbouncer_rom.timer,25
control_unit_sp.controller.ALUSel,2
debbouncer_rom.state,2
debouncer_switch.state,2
control_unit_sp.insforim.result,12
control_unit_sp.controller.D_addr,4
control_unit_sp.controller.RF_addr1,3
datapath_sp.register_file.data,32
datapath_sp.register_file.rdd2,4
control_unit_sp.controller.RF_waddr,3
datapath_sp.debounce.state,2
datapath_sp.debounce.timer,25
==> per-stage QoR <==
step	cell area (um^2)	setup WS (ns)	instances
floorplan	11490	3.459	1074
global placement	12020	3.572	1353
detailed placement	12020	3.535	1353
CTS	12970	2.956	1403
global route	12970	2.650	1403
finish	12970	2.970	1403
==> cell usage after synthesis, types with 5 or more instances <==
master      n  area share [%]
clkbuf_1   33             1.1
and3_1      8            0.44
or4_1      10            0.65
and2_1      5            0.27
nor4_1     13            0.71
mux4_2     33             6.5
a21oi_1    37             1.6
inv_1      35             1.1
nor3b_1     8            0.52
nand3b_1    7            0.46
mux2i_1    22             1.9
nor2_1     83             2.7
xnor2_1    44             3.4
nor3_1     24             1.0
nand2b_1   14            0.76
dfrtp_1   101              22
dfxtp_1    99              17
nand4_1    17            0.93
mux2_2     77             7.5
o21ai_0    67             2.9
dfstp_2    33             7.5
nand2_1   129             4.2
nor2b_1    11            0.60
xor2_1     29             2.2
or3_1      13            0.71
nand3_1    24             1.0
edfxtp_1    8             2.1
ha_1       19             2.1
==> kinds of logic (layout without fill, tap and decap cells) <==
group,count (synthesis),after routing,synth area share [%]
simple gates,390,390,17.30
flops,241,241,48.87
compound gates,137,137,6.869
mux,133,133,16.06
buf+inv,76,120,2.547
xor+xnor,73,73,5.563
fa+ha+maj,23,23,2.765
other cells,1,1,0.03263
==> report_power, final <==
group          leakage (nW)  switching, W  internal [W]
Sequential             2.56      0.000102       0.00123
Combinational          2.17      0.000152      0.000176
Clock                 0.459      0.000437      0.000727
==> layout make-up <==
class / count / share of cell area, %
Clock buffer: 35 / 5.757
Clock inverter: 15 / 1.572
Inverter: 35 / 1.051
Multi-Input combinational cell: 757 / 43.04
Sequential cell: 241 / 43.29
Tap cell: 285 / 2.748
Timing Repair Buffer: 35 / 2.546
==> critical path: cells and delay by family, from the launching register on <==
kind            cells  cell delay [ns]
fa+ha+maj           3             1.02
compound gates      4             0.85
buf+inv             4             0.83
simple gates        1             0.53
flops               1             0.46
==> layer usage <==
metal / vias up / part of all wire (%) / GRT usage [%] / wire [um]
met3: 28 / 3.4 / 3.330 / 765
met1: 3675 / 49 / 33.98 / 10880
met2: 109 / 46 / 31.73 / 10250
met5: - / 0 / 0 / 0
li1: 3871 / - / - / -
met4: 0 / 1.9 / 3.571 / 416
Power is estimated from default activity; no workload was simulated.
